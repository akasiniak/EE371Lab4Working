===== /design/flow/config.mk =====
export PLATFORM = sky130hd
export DESIGN_NAME = serial2Parallel
export DESIGN_NICKNAME = serial2Parallel
export VERILOG_FILES = /design/flow/design.v
export SDC_FILE = /design/flow/constraint.sdc
export NUM_CORES = 4
export LEC_CHECK = 1
export CORE_UTILIZATION = 40

===== /design/flow/constraint.sdc =====
current_design serial2Parallel

set clk_period 6.3
set clk_io_pct 0.2

create_clock -name clk0 -period $clk_period [get_ports {clk}]

set non_clock_inputs [all_inputs -no_clocks]
set_input_delay [expr $clk_period * $clk_io_pct] -clock clk0 $non_clock_inputs
set_output_delay [expr $clk_period * $clk_io_pct] -clock clk0 [all_outputs]

===== /design/flow/design.v =====
module serial2Parallel(outputParallelData, inputSerialData, clk);
  output reg [7:0]  outputParallelData;
  input wire        inputSerialData, clk;
  reg [7:0] outputData;
  reg       inputData;
  integer   bitCount;
  always@(posedge clk) begin
    if (bitCount > 10) begin
      outputParallelData <= outputData;
      bitCount <= 0;
    end else   begin
      inputData <= inputSerialData;
      outputData[bitCount - 1] <= inputData;
    end
    bitCount <= (bitCount + 1);
  end
endmodule

===== /design/flow/run.sh =====
#!/bin/bash
# OpenROAD 26Q1-2900-gdf79404cd8, Yosys 0.63+post, stock flow scripts
make -C /OpenROAD-flow-scripts/flow DESIGN_CONFIG=/design/flow/config.mk WORK_HOME=/design/flow/orfs finish

==> flow_summary.yaml <==
# flow metrics
floorplan:
  placement_row_count: 36
  design.die.area_um2: 10700
  coreArea_um2: 9860
  top_level_ports: 10
  dieHeight_um: 104
  floorplan.die.width_um: 104
  floorplan.initialDensity_pct: 41.8
clock_network:
  post_cts_hold_buffer_count: 0
  root_buffer: "clkbuf_8"
  postCtsResizedCells: 0
  number_of_buffers_created_by_cts: 5
  cts.sinks: 49
  cts_htree_levels: 2
  maximum_buffer_depth_of_the_clock_tree: 2
  post_cts_setup_driven_buffer_insertion_count: 0
  cts_tree: "yes"
  worst_skew_pair.late_latency_ns: 0.31
  clock_transition_at_the_registers_of_the_reported_paths_ns: 0.11
routing:
  routed_wl_mm: 9.81
  antenna_cells: 0
  detail_route.vias_per_cell: 5.78
  routed-via-count: 3521
  routed_wire_length_per_instance_um: 16.1
  drt.antenna.violating_nets: 0
  dr.first_iter.drc_count: 205
  drtPass1Iterations: 4
  detail_route.drc_violations: 0
setup_path:
  crit_path_cell_trace: "inv_1 -> ha_1 -> or4b_2 -> or4_1 -> xor2_1 -> nand2_1 -> or4_1 -> nor4_2 -> xnor2_1 -> or3_1 -> a221o_1 -> nand4b_1 -> mux2_1"
  cp_slowest_stage_delay_ns: 0.70
  crit_arrival_ns: 5.64
  crit_fanout: 17
  required_arrival_time_at_the_worst_endpoint_ns: 6.37
  critPathBufInv: 1
  worst_path_max_delay_cell: "or4b_2"
  criticalPathCategory: "reg -> reg"
  crit_path_start_kind: "register"
  crit_path_frequent_cell: "or4_1"
  setup.worst_path.end_class: "register"
  critPathTopFamily: "simple AND/OR/NAND/NOR gates"
synthesis:
  synth_async_reset_ratio_pct: 0
  synth-seq-area-share_pct: 27.9
  ys_cells: 494
  xor_area_share_pct: 14.0
  mean_post_synth_cell_area_um2: 8.35
  yosysTopAreaCell: "dfxtp_1"
  ys_ff: 49
  synth_area_um2: 4130
  top_logic_kind: "simple AND/OR/NAND/NOR gates"
  flop_cell: "dfxtp_1"
  synth-area-yosys_um2: 4130
  most_numerous_cell_types_in_the_synthesized_netlist: "53 x xnor2_1, 42 x nand2_1, 32 x dfxtp_1, 32 x nor2_1, 28 x clkbuf_1"
  synth.distinct_cells: 73
  yosys_synthesis_warning_count: 1
  post_synth_fa_ha_maj_area_fraction_pct: 1.21
  top_cells_by_area: "dfxtp_1 16%, edfxtp_1 12%, xnor2_1 11%"
  ys_sh_simple_pct: 34.0
  synth_cells: 494
  synthMuxAreaShare_pct: 3.43
  top_area_share_pct: 15.5
  top_cell: "xnor2_1"
  enable_flop_cells: 17
  synth.cellmix.compoundShare_pct: 14.3
grt:
  grt_start_max_net_pins: 19
  via_count_of_the_first_global_routing_pass: 3101
  grt_use_total_pct: 18.9
  grt.overflow.total: 0
  antenna_found_initial: 0
  grt_pass1_wl_mm: 16.3
timing:
  final-max-slew-violation-count: 0
  finClkSkew_ns: 0.0137
  setup_tns_ns: 0
  tightest_slew_ns: 0.645
  hold_violations: 0
  setup-violations-final: 0
  final.min_clock_period_ns: 5.57
  relSlewSlack_pct: 56.7
  period_used_pct: 88.4
  max_freq_mhz: 180
  unrepaired_setup_endpoints_after_global_routing: "no"
hold_path:
  worstHoldPathType: "reg -> reg"
cells_and_area:
  area_growth_syn_to_layout_pct: 5.28
  layout-drive-gt1-share_pct: 8.19
  postLayoutCellArea_um2: 4340
pwr:
  leakage_nw: 1.38
  ir_drop_mv: 0.0721
  powerDensity_nw_per_um2: 122
placed_design:
  buffers_on_ports: 9
  routabilityCongestion: 0.925
  post-dp-hpwl_mm: 7.43
  detailed_place.area_um2: 4250
outcome:
  run_status: "finished clean"
flow_run:
  max_cap_viol_count: 0
  tool_warnings: 28
-- power by group --
part           internal (mW)  switching (mW)  total (mW)
clock                 0.0833           0.120       0.204
sequential             0.325               0       0.325
combinational       0.000532       0.0000737    0.000607
total                  0.408           0.120       0.529
-- kinds of logic (layout without fill, tap and decap cells) --
kind of cell / count (synthesis) / in the layout
adder cells (fa/ha/maj): 4 / 4
AND-OR/OR-AND: 75 / 75
buffers and inverters: 49 / 31
XOR/XNOR: 66 / 66
AND/OR/NAND/NOR: 238 / 238
flip-flops: 49 / 49
multiplexers: 13 / 13
-- through the flow --
stage                     instances  power, mW  util (%)  worst slack [ns]  hold WS (ns)
final                           609      0.529      44.0             0.731         0.460
after global routing            609      0.549      44.0             0.441         0.493
after CTS                       609      0.541      44.0             0.773         0.468
after detailed placement        601      0.332      43.0             0.812         0.441
after global placement          601      0.332      43.0             0.878         0.437
after floorplan                 494      0.332         -              1.39         0.422
-- final timing paths --
| path | startpoint | to | slack (ns) | depth (start not counted) |
|---|---|---|---|---|
| hold reg to reg | outputData[7] | outputParallelData[7] | 0.46 | 0 |
| hold / removal | outputData[7] | outputParallelData[7] | 0.46 | 0 |
| setup reg to reg | bitCount[0] | outputData[4] | 0.73 | 13 |
| setup / recovery | bitCount[0] | outputData[4] | 0.73 | 13 |
-- placed cells by master, fill, tap and decap left out, types with 8 or more instances in the layout --
cell type         n
mux2_1            8
inv_1             8
clkdlybuf4s50_1   9
nor2_1           32
or4_1            12
dfxtp_1          32
xor2_1           13
or3_1            10
nor3_1           25
xnor2_1          53
nand3_1          22
nor4_1           11
nand4_1          16
and3_1           13
a31oi_1           9
nand3b_1         11
edfxtp_1         17
nand2_1          42
-- layout make-up --
class,count,area (um2)
multi-input cells,396,2760
clock inverters,3,28.8
fillers,980,5520
flip-flops and latches,49,1150
repair buffers,15,135
clock buffers,5,68.8
well taps,133,166
inverters,8,30.0
-- state kept, by name, indices dropped and copies added, names as in the netlist --
name / flops
inputData: 1
outputParallelData: 8
outputData: 8
bitCount: 32
-- worst register-to-register path, delay by kind of cell, from the launching register on --
kind / cells / cell delay [ns]
adder cells (fa/ha/maj): 1 / 0.43
buffers and inverters: 1 / 0.21
multiplexers: 1 / 0.33
AND/OR/NAND/NOR: 7 / 3.02
flip-flops: 1 / 0.49
AND-OR/OR-AND: 1 / 0.39
XOR/XNOR: 2 / 0.47
-- routing by layer --
| metal | track usage (%) | up-vias | share of wire (%) |
|---|---|---|---|
| met5 | 0 | - | 0 |
| li1 | - | 1802 | - |
| met1 | 30.5 | 1628 | 51 |
| met3 | 2.05 | 10 | 3.8 |
| met4 | 2.38 | 0 | 1.4 |
| met2 | 28.2 | 81 | 44 |
Power is estimated from default activity; no workload was simulated.
