--- flow/design.v ---
module pressurizer (pressurized, innerDoorState, outerDoorState, pressurizeSignal, depressurizeSignal, reset, clk);
  input wire innerDoorState, outerDoorState, pressurizeSignal, depressurizeSignal, reset, clk;
  output reg pressurized;
  reg[1:0] pressurizeState;  
  reg[3:0] count;
  always @ (posedge clk) begin
    case(pressurizeState)
        2'b00: begin
          if(!pressurized) begin
            pressurizeState <= 2'b10;
          end
        end
        2'b01: begin
          if(pressurized) begin
            pressurizeState <= 2'b10;
          end
        end
        2'b10: begin
          if(!pressurizeSignal && !innerDoorState && !outerDoorState && !pressurized) begin
            pressurizeState <= 2'b01;
          end else if(!depressurizeSignal && !innerDoorState && !outerDoorState && pressurized) begin
            pressurizeState <= 2'b00;
          end
        end
        default: begin
          pressurizeState <= 2'b10;
        end
    endcase
  end
  always @ (posedge clk) begin
    if(!reset) begin
      count <= 4'd0;
      pressurized <= 1'b0;
    end else begin
      if(pressurizeState == 2'b01) begin
        if(!outerDoorState && !innerDoorState && !pressurized) begin  
          if(count == 4'd6) begin  
            pressurized <= 1'b1;
            count <= 4'd0;
          end else begin
            count <= count + 1'b1;
          end
        end
      end else if(pressurizeState == 2'b00) begin
        if(!outerDoorState && !innerDoorState && pressurized) begin  
          if(count == 4'd7) begin
            pressurized <= 1'b0;
            count <= 4'd0;
          end else begin
            count <= count + 1'b1;
          end
        end
      end
    end
  end
endmodule
--- flow/run.sh ---
#!/bin/bash
# OpenROAD 26Q1-2900-gdf79404cd8, Yosys 0.63+post, stock flow scripts
make -C /OpenROAD-flow-scripts/flow DESIGN_CONFIG=/design/flow/config.mk WORK_HOME=/design/flow/orfs finish
--- flow/config.mk ---
export PLATFORM = sky130hd
export DESIGN_NAME = pressurizer
export DESIGN_NICKNAME = pressurizer
export VERILOG_FILES = /design/flow/design.v
export SDC_FILE = /design/flow/constraint.sdc
export NUM_CORES = 4
export LEC_CHECK = 1
export CORE_AREA = 10 10 70 70
export DIE_AREA = 0 0 80 80
--- flow/constraint.sdc ---
current_design pressurizer

set clk_period 2.0
set clk_io_pct 0.2

create_clock -name clk0 -period $clk_period [get_ports {clk}]

set non_clock_inputs [all_inputs -no_clocks]
set_input_delay [expr $clk_period * $clk_io_pct] -clock clk0 $non_clock_inputs
set_output_delay [expr $clk_period * $clk_io_pct] -clock clk0 [all_outputs]
==> flow_summary.yaml <==
# yosys + openroad results
outcome:
  status: "finished, final reports clean"
logic_synthesis:
  ys_warn_count: 1
  topCellsByArea: "dfxtp_1 (22%), edfxtp_1 (13%), ha_1 (8.2%)"
  netlist_area_um2: 460.4
  synth_cells: 52
  top_area_frac: 0.2174
  synth_cell_type_count: 28
  yosys_area_um2: 460.4
  ys_cells: 52
  numSynthFlops: 7
  synth_area_leader_cell: "dfxtp_1"
  syn_area_per_cell_um2: 8.855
  synth_seq_share: 0.3478
global_routing:
  antenna_found_initial: 0
  grt_overflow: 0
  grt_pass1_vias: 341
  grt.total_usage: 0.02815
  grt_pass1_wl_mm: 1.483
  grt_start_max_net_pins: 10
clocking:
  cts_buffers: 3
  worstSkewPairLatency_ns: 0.25
  post_cts_buffers: 0
  hold_buffers: 0
  cts_root_buffer: "clkbuf_4"
  clock-sinks: 7
  cts_tree: "built"
  clk_pin_slew_ns: 0.05
  clockBufferDepth: 2
  cts.htree.levels: 1
  postCtsResizedCells: 0
drt:
  drt_pass1_iterations: 4
  antennaDiodeCount: 0
  wl_um: 817
  vias_per_cell: 3.571
  vias: 375
  ant_nets: 0
  wl_per_cell_um: 7.781
  dr.first_iter.drc_count: 17
  drcViolationCount: 0
finish:
  instances_no_fill: 105
  syn2layout_area_growth_pct: 25.54
  final_core_util: 0.1692
  drive_gt1_frac: 0.05085
  design_area_um2: 578.1
  final.fill_count: 390
die:
  die_w_um: 80
  rows: 21
  die_area_um2: 6400
  die.size.y_um: 80
  core_um2: 3416
  ios: 7
  fp_util: 0.1348
sta:
  setup_viol: 0
  rsz0062_at_grt: "false"
  setup_tns_ns: 0
  relSlewSlack: 0.8027
  tightest_slew_ns: 0.2950
  hold_viol: 0
  slew_violations: 0
  fin_ws_ns: 0.3128
  fin_worst_skew_ns: 0.002762
  min_period_ns: 1.687
  period_used_share: 0.8436
  fmax_mhz: 592.7
critical_path:
  cp_data_required_time_ns: 1.96
  end_kind: "flip-flop"
  path_class: "in -> reg"
  startpoint_type: "primary input"
  crit_fanout: 3
  worstPathArrival_ns: 1.65
placement:
  port_buffers: 6
  place_hpwl_um: 652.1
  place_congestion: 0.7706
  placed_area_um2: 551.8
  dp_cells: 101
  pre_cts_ws_ns: 0.06616
pwr:
  irDropWorstVdd_v: 0.0004481
  power_leakage_nw: 0.2114
  power_density_nw_per_um2: 790.9
worst_hold_path:
  hp-class: "reg -> reg"
flow_run:
  warnings: 27
  maxCapViolations: 0
-- layout by cell type, fill, tap and decap left out --
cell type	synthesis	routed
nand3_1	1	1
o21a_1	1	1
ha_1	3	3
inv_1	2	2
nand4b_1	1	1
a211oi_1	1	1
and3b_1	2	2
clkbuf_1	1	1
nor4b_1	1	1
a221o_1	1	1
a21oi_1	2	2
nor2b_1	2	2
o31ai_1	1	1
edfxtp_1	2	2
o22ai_1	2	2
a21o_1	2	2
or3_1	1	1
o21ai_0	2	2
dfxtp_1	5	5
and3_1	1	1
xor2_1	1	1
and2_1	1	1
o211ai_1	1	1
a21boi_0	1	1
nand2b_1	2	2
nor3_1	3	3
clkdlybuf4s50_1	0	6
nand2_1	7	7
clkbuf_4	0	3
-- kinds of logic after synthesis --
| logic type | synth area share |
|---|---|
| DFF | 0.3478 |
| adders and majority gates | 0.08153 |
| buffers and inverters | 0.07336 |
| AOI/OAI and AO/OA | 0.2065 |
| xor gates and xnor gates | 0.01903 |
| and+or+nand+nor | 0.2718 |
-- layer usage --
layer | share of wire | GRT usage | up-vias
li1 | - | - | 203
met1 | 0.51 | 0.04111 | 164
met2 | 0.41 | 0.03451 | 8
met3 | 0.078 | 0.01818 | 0
met4 | 0 | 0.001761 | 0
met5 | 0 | 0 | -
-- flip-flops by register name, summed over array words and instances (netlist names) --
signal           cells
count                4
pressurized          1
pressurizeState      2
-- synthesized netlist by cell type --
library cell  n
a211oi_1      1
a21boi_0      1
a21o_1        2
a21oi_1       2
a221o_1       1
and2_1        1
and3_1        1
and3b_1       2
buf_6         2
clkbuf_1      1
dfxtp_1       5
edfxtp_1      2
ha_1          3
inv_1         2
nand2_1       7
nand2b_1      2
nand3_1       1
nand4b_1      1
nor2b_1       2
nor3_1        3
nor4b_1       1
o211ai_1      1
o21a_1        1
o21ai_0       2
o22ai_1       2
o31ai_1       1
or3_1         1
xor2_1        1
-- worst paths after layout --
path / from / to / slack, ns / cells past startpoint
setup reg to reg: pressurizeState[1] / count[2] / 0.54 / 4
hold reg to reg: count[0] / count[0] / 0.52 / 2
hold / removal: count[0] / count[0] / 0.52 / 2
setup / recovery: innerDoorState / pressurizeState[1] / 0.31 / 5
-- per-stage QoR --
stage | total power, W | hold slack, ns
floorplan | 0.0003247 | 0.4872
global placement | 0.0003270 | 0.5074
detailed placement | 0.0003298 | 0.5159
CTS | 0.0004630 | 0.5233
global route | 0.0004996 | 0.5601
finish | 0.0004572 | 0.5191
-- area by class of cell --
class / instances / area (um^2) / area share
Sequential cell: 7 / 160.2 / 0.2771
Timing Repair Buffer: 6 / 60.06 / 0.1039
Clock buffer: 4 / 26.28 / 0.04545
Tap cell: 46 / 57.56 / 0.09957
Inverter: 2 / 7.507 / 0.01299
Multi-Input combinational cell: 40 / 266.5 / 0.4610
-- critical path, stage by stage --
cell and delay (ns):
clkdlybuf4s50_1 0.44, or3_1 0.41, a211oi_1 0.24, a21oi_1 0.06
nand2_1 0.11
-- report_power, final --
group | internal (W) | total, W | switching, W
Combinational | 0.0000565 | 0.000105 | 0.0000489
Sequential | 0.000183 | 0.000223 | 0.0000403
Clock | 0.0000762 | 0.000129 | 0.0000526
Power is estimated from default activity; no workload was simulated.
